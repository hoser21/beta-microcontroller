==> design.v <==
`timescale 1ns / 1ns
module decoder2_4 (d3, d2, d1, d0, i1, i0, en);
output d3, d2, d1, d0;
input i1, i0, en;
wire i1_not, i0_not;
wire e0, e1, e2, e3;
not a1(i1_not, i1);
not a2(i0_not, i0);
and a3(e0, i1_not, i0_not);
and a4(e1, i1_not, i0);
and a5(e2, i1, i0_not);
and a6(e3, i1, i0);
and a7(d0, e0, en);
and a8(d1, e1, en);
and a9(d2, e2, en);
and a10(d3, e3, en);
endmodule
`timescale 1ns / 1ns
module decoder3_8 (d, i, en);
output [7:0] d;
input [2:0] i;
input en;
wire i2_not;
wire [7:0] e;
not a1(i2_not, i[2]);
decoder2_4 a2(e[3], e[2], e[1], e[0], i[1], i[0], i2_not);
decoder2_4 a3(e[7], e[6], e[5], e[4], i[1], i[0], i[2]);
and a4(d[0], e[0], en);
and a5(d[1], e[1], en);
and a6(d[2], e[2], en);
and a7(d[3], e[3], en);
and a8(d[4], e[4], en);
and a9(d[5], e[5], en);
and a10(d[6], e[6], en);
and a11(d[7], e[7], en);
endmodule
`timescale 1ns / 1ns
module decoder4_16 (d, i, en);
output [15:0] d;
input [3:0] i;
input en;
wire i3_not;
wire [15:0] e;
not a1(i3_not, i[3]);
decoder3_8 a2(e[7:0], i[2:0], i3_not);
decoder3_8 a3(e[15:8], i[2:0], i[3]);
and a4(d[0], e[0], en);
and a5(d[1], e[1], en);
and a6(d[2], e[2], en);
and a7(d[3], e[3], en);
and a8(d[4], e[4], en);
and a9(d[5], e[5], en);
and a10(d[6], e[6], en);
and a11(d[7], e[7], en);
and a12(d[8], e[8], en);
and a13(d[9], e[9], en);
and a14(d[10], e[10], en);
and a15(d[11], e[11], en);
and a16(d[12], e[12], en);
and a17(d[13], e[13], en);
and a18(d[14], e[14], en);
and a19(d[15], e[15], en);
endmodule
`timescale 1ns / 1ns
module decoder5_32 (d, i, en);
output [31:0] d;
input [4:0] i;
input en;
wire i4_not;
wire [31:0] e;
not a1(i4_not, i[4]);
decoder4_16 a2(e[15:0], i[3:0], i4_not);
decoder4_16 a3(e[31:16], i[3:0], i[4]);
and a4(d[0], e[0], en);
and a5(d[1], e[1], en);
and a6(d[2], e[2], en);
and a7(d[3], e[3], en);
and a8(d[4], e[4], en);
and a9(d[5], e[5], en);
and a10(d[6], e[6], en);
and a11(d[7], e[7], en);
and a12(d[8], e[8], en);
and a13(d[9], e[9], en);
and a14(d[10], e[10], en);
and a15(d[11], e[11], en);
and a16(d[12], e[12], en);
and a17(d[13], e[13], en);
and a18(d[14], e[14], en);
and a19(d[15], e[15], en);
and a20(d[16], e[16], en);
and a21(d[17], e[17], en);
and a22(d[18], e[18], en);
and a23(d[19], e[19], en);
and a24(d[20], e[20], en);
and a25(d[21], e[21], en);
and a26(d[22], e[22], en);
and a27(d[23], e[23], en);
and a28(d[24], e[24], en);
and a29(d[25], e[25], en);
and a30(d[26], e[26], en);
and a31(d[27], e[27], en);
and a32(d[28], e[28], en);
and a33(d[29], e[29], en);
and a34(d[30], e[30], en);
and a35(d[31], e[31], en);
endmodule
==> constraint.sdc <==
current_design decoder5_32

set clk_period 1.6
set clk_io_pct 0.2

create_clock -name clk0 -period $clk_period

set non_clock_inputs [all_inputs -no_clocks]
set_input_delay [expr $clk_period * $clk_io_pct] -clock clk0 $non_clock_inputs
set_output_delay [expr $clk_period * $clk_io_pct] -clock clk0 [all_outputs]
==> run.sh <==
#!/bin/bash
# OpenROAD 26Q1-2900-gdf79404cd8, Yosys 0.63+post, stock flow scripts
make -C /OpenROAD-flow-scripts/flow DESIGN_CONFIG=/design/flow/config.mk WORK_HOME=/design/flow/orfs finish
==> config.mk <==
export PLATFORM = sky130hd
export DESIGN_NAME = decoder5_32
export DESIGN_NICKNAME = decoder5_32
export VERILOG_FILES = /design/flow/design.v
export SDC_FILE = /design/flow/constraint.sdc
export NUM_CORES = 4
export LEC_CHECK = 1
export CORE_AREA = 10 10 70 70
export DIE_AREA = 0 0 80 80
==> flow_summary.toml <==
# physical design summary
[power]
swShare_pct = 43.6
share_clk_of_total_power_pct = 0
internal_power_w = 0.0000776
share_seq_of_total_power_pct = 0
power_frac_comb_pct = 100.0
power_dissipated_by_switching_net_loads_w = 0.0000599
power.density_nw_per_um2 = 145
power.leakage_nw = 0.463
design_power_total_w = 0.000137
power.ir.vdd_worst_mv = 0.0339

[sta]
hold_viol = 0
fin_tns_setup_ns = 0
min_period_over_period_pct = 98.7
timing.final.ws_setup_ns = 0.0205
final-setup-viol-count = 0
slew_limit_headroom_pct = 82.9
max_freq_mhz = 633
rsz0062_at_grt = "yes"
worst_slew_pin_slew_ns = 0.256
slew_viol_final = 0
fin_crit_ns = 1.58

[logic_synthesis]
ys_warn_count = 0
avgSynthCellArea_um2 = 4.90
ys_cells = 47
post_synth_num_cell_types = 9
synthTopCellsByArea = "sky130_fd_sc_hd__nor2_1 52%, sky130_fd_sc_hd__nand4bb_1 15%, sky130_fd_sc_hd__nand4b_1 11%"
top_cell_area_share_pct = 52.2
ys_seq_share_pct = 0
synth.yosys.chip_area_um2 = 230
cell_accounting_for_the_most_synthesized_area = "sky130_fd_sc_hd__nor2_1"
syn-cell-area_um2 = 230
syn-instance-count = 47

[floorplan]
die_w_um = 80
placeableCoreArea_um2 = 3420
io-pin-count = 38
fp.dieArea_um2 = 6400
floorplan.die.height_um = 80
floorplanUtilization_pct = 6.74
placement_rows = 21

[cells_and_area]
final-seq-area_um2 = 0
signed_area_change_from_the_synthesized_netlist_to_the_final_layout_pct = 312
drive_gt1_share_pct = 57.0
final_cells = 153
sequential_cell_total = 0
fill_cells = 354
n_clock_buffer = 0
final-comb-area_um2 = 357

[detailed_routing]
via_per_inst = 3.58
drt-wirelength-per-cell_um = 12.0
postRouteWirelength_um = 1840
drt_pass1_iterations = 4
final_ant_viol_nets = 0
post-route-drc-count = 0
drt_iter0_drc = 27
antenna_cells_inserted = 0
via_count = 548

[global_routing]
grt_antenna_before_repair = 0
gr-total-overflow = 0
grtUsageTotal_pct = 5.20
grt_max_degree = 9
first_global_vias = 510
grt_pass1_wl_um = 2770

[status]
result_of_the_run = "finished clean"

[critical_path]
critPathArrivalTime_ns = 1.26
worst_path_largest_cell_delay_ns = 0.54
critical_path.endpoint_type = "primary output"
worst_path_max_delay_cell = "sky130_fd_sc_hd__or4b_4"
worst-endpoint-required_ns = 1.28
worstPathCellList = "buf_6 -> or4b_4 -> buf_6 -> nor2_2 -> buf_2"
worstSetupPathType = "in -> out"
critical_path.most_common_cell = "sky130_fd_sc_hd__buf_6"
worstSetupStartpointType = "input pin"
worstPathMaxFanout = 2

[placement]
placer_congestion = 0.749
io_buffer_count = 38
dpl.cell_count = 132
dp_hpwl_um = 1320
place_ws_ns = -0.656

[flow_run]
stage_log_warnings = 34
cap_violations = 0

[cts]
holdBufCountCts = 0

[hold_path]
min-delay-path-class = "in -> out"
-- cell type report --
cell class                      count  share of cell area [%]
Multi-Input combinational cell     44                    37.6
Tap cell                           46                    6.07
Timing Repair Buffer               63                    56.3
-- worst paths after layout --
path	from	endpoint	slack, ns	cells after the start
min	i[1]	d[24]	1.02	4
max	i[3]	d[2]	0.02	5
-- worst max-delay path, delay by kind of cell --
kind	cells	cell delay, ns
buffers and inverters	3	0.34
AND/OR/NAND/NOR	2	0.60
-- synth_stat cells --
library cell,instances
sky130_fd_sc_hd__clkbuf_1,3
sky130_fd_sc_hd__nand2_1,1
sky130_fd_sc_hd__nand2b_1,2
sky130_fd_sc_hd__nand4_1,1
sky130_fd_sc_hd__nand4b_1,3
sky130_fd_sc_hd__nand4bb_1,3
sky130_fd_sc_hd__nor2_1,32
sky130_fd_sc_hd__or2_2,1
sky130_fd_sc_hd__or4b_1,1
-- per-layer routing --
metal  track usage (%)  part of all wire, %  vias to the layer above
met2              8.91                   47                       23
met3              1.70                   12                        0
li1                  -                    -                      279
met4                 0                    0                        0
met1              6.53                   41                      246
met5                 0                    0                        -
-- stage by stage --
step / hold slack [ns] / util [%] / area (um^2)
floorplan: 0.765 / - / 230
global placement: 1.72 / 20.1 / 687
detailed placement: 1.73 / 20.1 / 687
CTS: 1.05 / 25.1 / 858
global route: 1.05 / 27.8 / 948
finish: 1.02 / 27.8 / 948
-- cells by family after synthesis --
group	synth area share, %
AND/OR/NAND/NOR	95.1
buffers and inverters	4.89
-- power groups by stage --
| stage | Combinational, W | Sequential [W] | Clock [W] |
|---|---|---|---|
| 6_report | 0.000137 | 0 | 0 |
| 4_1_cts | 0.000117 | 0 | 0 |
| 5_1_grt | 0.000148 | 0 | 0 |
-- cells in the final DEF, fill, tap and decap left out --
master                            Yosys  routed
sky130_fd_sc_hd__nand4_1              1       1
sky130_fd_sc_hd__dlygate4sd2_1        0      16
sky130_fd_sc_hd__buf_6                0       9
sky130_fd_sc_hd__dlymetal6s2s_1       0       1
sky130_fd_sc_hd__nand2b_4             0       2
sky130_fd_sc_hd__buf_12               0       1
sky130_fd_sc_hd__nand4b_1             3       3
sky130_fd_sc_hd__clkbuf_2             0       3
sky130_fd_sc_hd__nor2_2               0       8
sky130_fd_sc_hd__buf_2                0       8
sky130_fd_sc_hd__clkdlybuf4s15_1      0       7
sky130_fd_sc_hd__or2_4                0       1
sky130_fd_sc_hd__buf_4                0      18
sky130_fd_sc_hd__nor2_4               0       6
sky130_fd_sc_hd__nand2_2              0       1
sky130_fd_sc_hd__or4b_4               0       1
sky130_fd_sc_hd__nor2_1              32      18
sky130_fd_sc_hd__nand4bb_4            0       3
-- what timing repair did --
action                     4_1_cts  5_1_grt
gates resized                   87       32
setup endpoints to repair       32       19
pin swaps                       37        7
cloned                           0        0
buffers inserted                20        2
No activity file was given, so power comes from the tool's default toggle rates.
