==> design/flow/design.v <==
module full_adder (cout, sum, p, g, a, b, cin);
output cout, sum, p, g;
input a, b, cin;
wire p, g, p_prime;
xor a1 (sum, a, b, cin);
xor a2 (p, a, b);
and a3 (g, a, b);
and a4 (p_prime, p, cin);
or a5 (cout, g, p_prime);
endmodule
module full_adder_32(cout, sum, a, b, cin);
output cout;
output [31:0] sum;
input [31:0] a, b;
input cin;
wire [31:0] p, g;
wire [31:0] p_prime;
wire [31:0] carry;
full_adder fa0(, sum[0], p[0], g[0], a[0], b[0], cin);
and(p_prime[0], p[0], cin);
or(carry[0], p_prime[0], g[0]);
full_adder fa1(, sum[1], p[1], g[1], a[1], b[1], carry[0]);
and(p_prime[1], p[1], carry[0]);
or(carry[1], p_prime[1], g[1]);
full_adder fa2(, sum[2], p[2], g[2], a[2], b[2], carry[1]);
and(p_prime[2], p[2], carry[1]);
or(carry[2], p_prime[2], g[2]);
full_adder fa3(, sum[3], p[3], g[3], a[3], b[3], carry[2]);
and(p_prime[3], p[3], carry[2]);
or(carry[3], p_prime[3], g[3]);
full_adder fa4(, sum[4], p[4], g[4], a[4], b[4], carry[3]);
and(p_prime[4], p[4], carry[3]);
or(carry[4], p_prime[4], g[4]);
full_adder fa5(, sum[5], p[5], g[5], a[5], b[5], carry[4]);
and(p_prime[5], p[5], carry[4]);
or(carry[5], p_prime[5], g[5]);
full_adder fa6(, sum[6], p[6], g[6], a[6], b[6], carry[5]);
and(p_prime[6], p[6], carry[5]);
or(carry[6], p_prime[6], g[6]);
full_adder fa7(, sum[7], p[7], g[7], a[7], b[7], carry[6]);
and(p_prime[7], p[7], carry[6]);
or(carry[7], p_prime[7], g[7]);
full_adder fa8(, sum[8], p[8], g[8], a[8], b[8], carry[7]);
and(p_prime[8], p[8], carry[7]);
or(carry[8], p_prime[8], g[8]);
full_adder fa9(, sum[9], p[9], g[9], a[9], b[9], carry[8]);
and(p_prime[9], p[9], carry[8]);
or(carry[9], p_prime[9], g[9]);
full_adder fa10(, sum[10], p[10], g[10], a[10], b[10], carry[9]);
and(p_prime[10], p[10], carry[9]);
or(carry[10], p_prime[10], g[10]);
full_adder fa11(, sum[11], p[11], g[11], a[11], b[11], carry[10]);
and(p_prime[11], p[11], carry[10]);
or(carry[11], p_prime[11], g[11]);
full_adder fa12(, sum[12], p[12], g[12], a[12], b[12], carry[11]);
and(p_prime[12], p[12], carry[11]);
or(carry[12], p_prime[12], g[12]);
full_adder fa13(, sum[13], p[13], g[13], a[13], b[13], carry[12]);
and(p_prime[13], p[13], carry[12]);
or(carry[13], p_prime[13], g[13]);
full_adder fa14(, sum[14], p[14], g[14], a[14], b[14], carry[13]);
and(p_prime[14], p[14], carry[13]);
or(carry[14], p_prime[14], g[14]);
full_adder fa15(, sum[15], p[15], g[15], a[15], b[15], carry[14]);
and(p_prime[15], p[15], carry[14]);
or(carry[15], p_prime[15], g[15]);
full_adder fa16(, sum[16], p[16], g[16], a[16], b[16], carry[15]);
and(p_prime[16], p[16], carry[15]);
or(carry[16], p_prime[16], g[16]);
full_adder fa17(, sum[17], p[17], g[17], a[17], b[17], carry[16]);
and(p_prime[17], p[17], carry[16]);
or(carry[17], p_prime[17], g[17]);
full_adder fa18(, sum[18], p[18], g[18], a[18], b[18], carry[17]);
and(p_prime[18], p[18], carry[17]);
or(carry[18], p_prime[18], g[18]);
full_adder fa19(, sum[19], p[19], g[19], a[19], b[19], carry[18]);
and(p_prime[19], p[19], carry[18]);
or(carry[19], p_prime[19], g[19]);
full_adder fa20(, sum[20], p[20], g[20], a[20], b[20], carry[19]);
and(p_prime[20], p[20], carry[19]);
or(carry[20], p_prime[20], g[20]);
full_adder fa21(, sum[21], p[21], g[21], a[21], b[21], carry[20]);
and(p_prime[21], p[21], carry[20]);
or(carry[21], p_prime[21], g[21]);
full_adder fa22(, sum[22], p[22], g[22], a[22], b[22], carry[21]);
and(p_prime[22], p[22], carry[21]);
or(carry[22], p_prime[22], g[22]);
full_adder fa23(, sum[23], p[23], g[23], a[23], b[23], carry[22]);
and(p_prime[23], p[23], carry[22]);
or(carry[23], p_prime[23], g[23]);
full_adder fa24(, sum[24], p[24], g[24], a[24], b[24], carry[23]);
and(p_prime[24], p[24], carry[23]);
or(carry[24], p_prime[24], g[24]);
full_adder fa25(, sum[25], p[25], g[25], a[25], b[25], carry[24]);
and(p_prime[25], p[25], carry[24]);
or(carry[25], p_prime[25], g[25]);
full_adder fa26(, sum[26], p[26], g[26], a[26], b[26], carry[25]);
and(p_prime[26], p[26], carry[25]);
or(carry[26], p_prime[26], g[26]);
full_adder fa27(, sum[27], p[27], g[27], a[27], b[27], carry[26]);
and(p_prime[27], p[27], carry[26]);
or(carry[27], p_prime[27], g[27]);
full_adder fa28(, sum[28], p[28], g[28], a[28], b[28], carry[27]);
and(p_prime[28], p[28], carry[27]);
or(carry[28], p_prime[28], g[28]);
full_adder fa29(, sum[29], p[29], g[29], a[29], b[29], carry[28]);
and(p_prime[29], p[29], carry[28]);
or(carry[29], p_prime[29], g[29]);
full_adder fa30(, sum[30], p[30], g[30], a[30], b[30], carry[29]);
and(p_prime[30], p[30], carry[29]);
or(carry[30], p_prime[30], g[30]);
full_adder fa31(, sum[31], p[31], g[31], a[31], b[31], carry[30]);
and(p_prime[31], p[31], carry[30]);
or(cout, p_prime[31], g[31]);
endmodule
==> design/flow/run.sh <==
#!/bin/bash
# OpenROAD 26Q1-2900-gdf79404cd8, Yosys 0.63+post, stock flow scripts
make -C /OpenROAD-flow-scripts/flow DESIGN_CONFIG=/design/flow/config.mk WORK_HOME=/design/flow/orfs finish
==> design/flow/config.mk <==
export PLATFORM = sky130hd
export DESIGN_NAME = full_adder_32
export DESIGN_NICKNAME = full_adder_32
export VERILOG_FILES = /design/flow/design.v
export SDC_FILE = /design/flow/constraint.sdc
export NUM_CORES = 4
export LEC_CHECK = 1
export CORE_AREA = 10 10 92 92
export DIE_AREA = 0 0 102 102
==> design/flow/constraint.sdc <==
current_design full_adder_32

set clk_period 25.0
set clk_io_pct 0.2

create_clock -name clk0 -period $clk_period

set non_clock_inputs [all_inputs -no_clocks]
set_input_delay [expr $clk_period * $clk_io_pct] -clock clk0 $non_clock_inputs
set_output_delay [expr $clk_period * $clk_io_pct] -clock clk0 [all_outputs]
==> out/metrics.csv <==
stage;metric;value;unit
floorplanning;IO Count;98;
place;Detail Placement HPWL;2950;µm
grt;largest net degree at the start of global routing;2;
layout;area delta synth->final;93.0;%
drt;DR vias/cell;3.25;
layout;Finished Cell Area;1740;µm²
layout;# fillers;664;
pwr;peak supply drop;0.00000817;V
place;GPL Wtd Cong;0.746;
pwr;P_leak;0.644;nW
place;Placed Instance Area;1740;µm²
critical_path;Worst Setup End Kind;output port;
cts;post-cts sizing count;0;
layout;Layout clock buffers;0;
floorplanning;Die Size;10400;µm²
floorplanning;core area;6460;µm²
critical_path;worst-path fanout max;1;
critical_path;Crit Path Class;in -> out;
final_timing;final setup fails;0;
layout;share of cells above drive strength 1;0;%
critical_path;most used cell, CP;fa_1;
drt;DR WL/cell;13.9;µm
floorplanning;vertical die size;102;µm
drt;DR DRC count;0;
drt;post-route ant nets;0;
drt;via count;688;
drt;Initial DRC Count;0;
synthesis;Synth Seq Share;0;%
floorplanning;die width;102;µm
synthesis;ranking of synthesized cells by area;fa_1 (71%), buf_4 (27%), inv_1 (2.1%);
critical_path;arrival time at the worst endpoint;18670;ps
final_timing;crit path time final;23670;ps
critical_path;CP peak stage delay;470;ps
synthesis;syn avg cell area;13.0;µm²
place;Port Buffers;98;
synthesis;YS chip area;900;µm²
critical_path;crit start category;input port;
grt;GRT Overall Usage;5.65;%
drt;Antenna diodes;0;
synthesis;Synth area leader;fa_1;
synthesis;area of the mapped netlist;900;µm²
floorplanning;fp_density;13.9;%
grt;grt ovf;0;
grt;number of global-route vias before repair;870;
synthesis;cell count listed in synth_stat.txt;69;
final_timing;Pins Over Slew Limit;0;
synthesis;distinct cell type count after synthesis;3;
floorplanning;Site Rows;29;
worst_hold_path;Hold Path Class;in -> out;
cts;Post-CTS Hold Fix Bufs;0;
cts;post-CTS setup buffers;0;
pwr;power density over cell area;24.1;nW/µm²
flow_run;Max Cap Violations;0;
critical_path;worst endpoint required time;20000;ps
drt;DR pass1 iterations;1;
layout;register area;0;µm²
critical_path;slowest library cell on the worst path;clkdlybuf4s50_1;
flow_run;tool warnings;32;
synthesis;Largest type area fraction;71.2;%
layout;flip-flops;0;
final_timing;Least-Margin Pin Slew;112;ps
synthesis;Synth Warn #;0;
final_timing;setup tns final;0;ps
final_timing;RSZ-0062 raised after global routing;no;
layout;Comb area;641;µm²
final_timing;Hold Fails Final Rpt;0;
grt;initial antenna violation count;0;
final_timing;fin crit share;94.7;%
drt;final WL;2950;µm
status;status;finished clean;
synthesis;Cells after Synth;69;
final_timing;Slew HR;92.5;%
grt;first-pass GRT wire length;4660;µm
final_timing;Peak Freq;0.0423;GHz
[worst max-delay path: cells and delay by family]
kind       cells  cell delay [ps]
fa+ha+maj     32            12620
buf+inv        4             1040
[per-stage QoR]
step	total power, W	instances	setup slack, ps	hold WS (ps)	util (%)
after floorplan	0.0000206	69	2620	10210	-
after detailed placement	0.0000434	212	1220	11070	26.9
final	0.0000418	212	1330	11060	26.9
after CTS	0.0000435	212	1200	11070	26.9
after global placement	0.0000432	212	1240	11060	26.9
after global routing	0.0000476	212	802	11130	26.9
[Yosys cell counts (all sizes together)]
cell type,instances
inv,5
buf,32
fa,32
[path summary, 6_finish.rpt]
path / startpoint / to / slack (ps) / cells after the start
worst min-delay path: b[31] / sum[31] / 11060 / 5
worst max-delay path: a[0] / sum[31] / 1330 / 36
[routing by layer]
metal  routed length, µm  GRT usage [%]  part of all wire (%)  vias to the layer above
met3                 985           5.93                    33                        0
met2                 933           7.41                    32                       88
met5                   0              0                     0                        -
met1                1030           6.71                    35                      298
li1                    -              -                     -                      302
met4                   0              0                     0                        0
[cell usage in the layout, fill, tap and decap left out]
| cell | n |
|---|---|
| fa_1 | 32 |
| clkdlybuf4s50_1 | 98 |
| inv_1 | 5 |
[cells by family after synthesis]
kind of cell  synth area share, %
buf+inv                      28.8
fa+ha+maj                    71.2
[area by class of cell]
| class | instances | share of cell area (%) |
|---|---|---|
| Inverter | 5 | 1.08 |
| Tap cell | 77 | 5.55 |
| Multi-Input combinational cell | 32 | 36.9 |
| Timing Repair Buffer | 98 | 56.5 |
[where the power goes]
| group | total, W | switching [W] | internal [W] |
|---|---|---|---|
| logic | 0.0000418 | 0.0000104 | 0.0000314 |
| registers | 0 | 0 | 0 |
| clock network | 0 | 0 | 0 |
| total | 0.0000418 | 0.0000104 | 0.0000314 |
Power is estimated from default activity; no workload was simulated.
